`flow/run.sh`:
```
#!/bin/bash
# OpenROAD 26Q1-2900-gdf79404cd8, Yosys 0.63+post, stock flow scripts
make -C /OpenROAD-flow-scripts/flow DESIGN_CONFIG=/design/flow/config.mk WORK_HOME=/design/flow/orfs finish
```
`flow/config.mk`:
```
export PLATFORM = sky130hd
export DESIGN_NAME = pcstk_v1
export DESIGN_NICKNAME = pcstk_v1
export VERILOG_FILES = /design/flow/design.v
export SDC_FILE = /design/flow/constraint.sdc
export NUM_CORES = 4
export LEC_CHECK = 1
export CORE_AREA = 10 10 76 76
export DIE_AREA = 0 0 86 86
```
`flow/constraint.sdc`:
```
current_design pcstk_v1

set clk_period 6.7
set clk_io_pct 0.2

create_clock -name clk0 -period $clk_period [get_ports {clk}]

set non_clock_inputs [all_inputs -no_clocks]
set_input_delay [expr $clk_period * $clk_io_pct] -clock clk0 $non_clock_inputs
set_output_delay [expr $clk_period * $clk_io_pct] -clock clk0 [all_outputs]
```
`flow/design.v`:
```
module pcstk_v1 (clk, jump, ret, jnumber, stko, pc,pc_in);
input [11:0] jnumber, stko, pc_in;
input clk, jump, ret;
output reg [11:0] pc;
always @(posedge clk)
begin
    case (ret)
        0: begin
            if (jump == 0)
                pc <= pc_in + 1;
            else
                pc <= pc_in+ jnumber;
        end
        1: pc <= stko;
    endcase
end
endmodule
```
==> run summary <==
Implementation results

Across all stage logs, warnings added up to 25. Counting pins that exceed their max-slew limit in the final report gives 0. The critical path startpoint category is an input port. The cell type with the highest aggregate area in the netlist is sky130_fd_sc_hd__dfxtp_1. The post-route core utilization is 0.375. Counting along the longest clock path gives a buffer depth of 2. The antenna diode count is 0.

The biggest cell delay along the critical path is 0.59 ns. Adding up every negative setup slack in the final design gives 0 ns. For this run, the register share of the synthesized area comes to 0.253. Per the OpenROAD floorplan log, the height of the die is 86 µm. In the log, the iteration count for the first detailed-route pass is 4. The number of vias in the routed layout is 926. Setup repair after global routing left no endpoint under its margin. STA lists the maximum fanout along the critical path as 12. By count the netlist is led by sky130_fd_sc_hd__dfxtp_1, sky130_fd_sc_hd__ha_1, sky130_fd_sc_hd__nand2_1. The arrival time at the worst endpoint is 3.71 ns. The max-capacitance violation count is 0.

The number of buffers inserted during clock tree synthesis is 3. 51 I/O pins were placed. The register with the most flip-flops is pc. Post-synth the commonest register cell is sky130_fd_sc_hd__dfxtp_1. The post-synthesis cell count is ~110. The cell with the most instances after synthesis is sky130_fd_sc_hd__dfxtp_1.

The routed design has ~2700 µm of wire. The flow ran to the end, and the final reports show no timing, DRC or antenna violations. The path class of the tightest hold or removal check is in2reg. The max-slew check reports its worst relative slack as 0.530. The post-synth design cell area is 948 µm².

The via count of the first global-routing pass is 918. The via density per instance is around 4.4. The leftover overflow at the end of global routing is 0. The number of flops mapped to enable cells by yosys is 0. The post-cts repair resize count is 0. In this run the layout overhead on the synthesized area is reported as 62.5%. Per the CTS log, the root buffer master is sky130_fd_sc_hd__clkbuf_8. Of the available clock period, the critical path in the final layout requires 0.529.

The final number of setup-violating endpoints is 0. Endpoints failing hold in the final report were tallied at 0. The CTS sink count is 12. The core region is 4120 µm². The post-CTS clock slew at the launch and capture registers of the worst setup and hold paths is 0.05 ns. The maximum clock frequency is 282 MHz.

The ratio of total power to cell area is 154 nW/µm². The violation tally recorded at the end of detailed-routing iteration 0 is 69. The number of buffers inserted for hold repair after clock tree synthesis is 0. Overall routing resource usage recorded by global route was 0.0716. The overall power after layout is roughly 0.00024 W. STA classifies the critical path endpoint as a register. Per the repair_timing log after CTS, setup buffers inserted total 0. The remaining antenna violation count is 0.

The remaining design rule violation count is 0. Yosys attributes the largest share of cell area to sky130_fd_sc_hd__dfxtp_1, sky130_fd_sc_hd__ha_1, sky130_fd_sc_hd__and2_1. The worst slack after detailed placement is 2.90 ns.

The highest-delay cell along the critical path is sky130_fd_sc_hd__clkdlybuf4s50_1. The signal on the critical path passes through clkdlybuf4s50_1 -> nand2b_1 -> ha_1 -> inv_1 -> fa_1 -> nor2b_4 -> o31a_1 -> o31a_1 -> mux2_4 -> nor2_2. According to the Yosys statistics, the synthesized design has a chip area of 948 µm². Across the VDD grid, the largest voltage drop is 0.0407 mV. The transition time at the pin with the least slew margin is 0.703 ns. The wire length per cell after detailed routing is roughly 13 µm. The number of antenna violations at the first check in global routing is 0. The timing report shows the most common cell along the critical path to be sky130_fd_sc_hd__o31a_1. In this run the full chip footprint comes out at 7400 µm². The placement summary gives the final routability congestion estimate as 0.830. The largest registers in the layout are pc x12. In the Yosys stats the netlist draws on 31 distinct library cells. The H-tree depth reported by CTS is 1. The first global-routing pass estimated 4490 µm of wire. TritonCTS built the clock tree.

The synthesized area divided by synthesized cell count is approximately 8.5 µm². The flip-flop count of the largest register after layout is 12. The area fraction of the largest cell type after synthesis is 0.253. The synthesized design contains 12 register bits.

The placed wire-length estimate is 2370 µm. The horizontal die dimension is 86 µm. The fraction of layout instances using a drive strength above 1 is 0.0621. The clock period minus worst slack is roughly 3.5 ns. The worst setup path category is in2reg. STA puts the critical path data required time at 6.87 ns.

The count of yosys warnings during synthesis is 1. The share of the core area taken by cells at floorplan is 0.230. Once routing completed, OpenROAD measured the worst setup slack at 3.16 ns. Entering global routing, the biggest net connects 23 pins. The number of cell rows is 23. The number of cells reported by Yosys stat comes to roughly 110.

The count of buffers inserted at the top-level ports is around 50. The synthesis report gives the async set-or-reset register share as 0. The static leakage is around 0.68 nW.
-- path summary, 6_finish.rpt --
kind,to,cells past startpoint,from
setup / recovery,pc[8]$_DFF_P_,10,jump
hold / removal,pc[2]$_DFF_P_,3,stko[2]
-- placed cells by master (no fill, tap or decap) --
cell type                         count
sky130_fd_sc_hd__clkdlybuf4s50_1     50
sky130_fd_sc_hd__dfxtp_1             12
sky130_fd_sc_hd__nand2_1             11
sky130_fd_sc_hd__ha_1                11
sky130_fd_sc_hd__and2_1              10
sky130_fd_sc_hd__o21ai_0              9
sky130_fd_sc_hd__a21o_1               7
sky130_fd_sc_hd__a21oi_1              6
sky130_fd_sc_hd__inv_1                5
sky130_fd_sc_hd__and3_1               4
sky130_fd_sc_hd__xor2_1               3
sky130_fd_sc_hd__xnor2_1              3
sky130_fd_sc_hd__clkbuf_8             3
sky130_fd_sc_hd__o21a_1               2
sky130_fd_sc_hd__o31a_1               2
sky130_fd_sc_hd__o31ai_1              2
sky130_fd_sc_hd__o211ai_1             2
sky130_fd_sc_hd__a31oi_1              2
sky130_fd_sc_hd__nor2_1               2
sky130_fd_sc_hd__a211oi_1             2
sky130_fd_sc_hd__mux2_2               2
sky130_fd_sc_hd__nand2b_1             1
sky130_fd_sc_hd__nor2b_4              1
sky130_fd_sc_hd__o311ai_1             1
sky130_fd_sc_hd__a211oi_2             1
sky130_fd_sc_hd__a41oi_1              1
sky130_fd_sc_hd__nor3_1               1
sky130_fd_sc_hd__mux2_4               1
sky130_fd_sc_hd__nor4_1               1
sky130_fd_sc_hd__nor2_2               1
sky130_fd_sc_hd__a31o_2               1
sky130_fd_sc_hd__fa_1                 1
-- layer usage --
metal  part of all wire  vias up  track usage
li1                   -      502            -
met1               0.47      383       0.0990
met2               0.41       36        0.101
met3               0.11        5       0.0324
met4              0.015        0       0.0105
met5                  0        -            0
-- metrics by stage --
stage	hold slack (ns)	area, µm²	cells
5_1_grt	1.68	1540	211
3_5_place_dp	1.91	1500	208
6_report	1.67	1540	211
3_3_place_gp	1.92	1500	208
2_1_floorplan	1.45	948	111
4_1_cts	1.67	1540	211
-- worst max-delay path: cells and delay by family --
family	cells	cell delay, ns
buffers and inverters	2	0.66
AND-OR/OR-AND	2	0.38
adder cells (fa/ha/maj)	2	0.64
multiplexers	1	0.31
AND/OR/NAND/NOR	3	0.38
-- kinds of logic after synthesis --
| logic type | share of synthesized area |
|---|---|
| flip-flops | 0.253 |
| AND-OR/OR-AND | 0.270 |
| buffers and inverters | 0.0317 |
| AND/OR/NAND/NOR | 0.183 |
| adder cells (fa/ha/maj) | 0.166 |
| XOR/XNOR | 0.0554 |
| multiplexers | 0.0396 |
-- area by class of cell --
| cell class | count | area (µm²) |
|---|---|---|
| fill | 435 | 2570 |
| multi-input combinational | 91 | 678 |
| timing repair buffer | 50 | 500 |
| sequential | 12 | 240 |
| tap | 50 | 62.6 |
| clock buffer | 3 | 41.3 |
| inverter | 5 | 18.8 |
-- power breakdown --
group          switching, W  internal [W]   total, W
Combinational     0.0000335     0.0000595  0.0000931
Sequential       0.00000221     0.0000811  0.0000833
Clock             0.0000222     0.0000392  0.0000614
Power and IR drop assume default switching activity.
