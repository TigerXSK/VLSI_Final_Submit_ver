`constraint.sdc`:
```
current_design io_v1

set clk_period 1.7
set clk_io_pct 0.2

create_clock -name clk0 -period $clk_period [get_ports {clk}]

set non_clock_inputs [all_inputs -no_clocks]
set_input_delay [expr $clk_period * $clk_io_pct] -clock clk0 $non_clock_inputs
set_output_delay [expr $clk_period * $clk_io_pct] -clock clk0 [all_outputs]
```
`config.mk`:
```
export PLATFORM = sky130hd
export DESIGN_NAME = io_v1
export DESIGN_NICKNAME = io_v1
export VERILOG_FILES = /design/flow/design.v
export SDC_FILE = /design/flow/constraint.sdc
export NUM_CORES = 4
export LEC_CHECK = 1
export CORE_UTILIZATION = 30
```
`design.v`:
```
module io_v1 (D, B1, B2, addr, cha, chb, clk, WE, B0, B3, Da, Db);
    input [7:0] D;
    input [7:0] B1, B2;
    input [1:0] addr, cha, chb;
    input clk, WE;
    output [7:0] B0, B3, Da, Db;
    reg [7:0] Q3, Q2, Q1, Q0;
    wire [7:0] K1, K2;
    reg [1:0] choicetema, choicetemb;
    reg [7:0] Da, Db;
    always @(posedge clk) begin
        if (WE) begin
            case (addr)
                2'b00: Q0 <= D;
                2'b01: Q1 <= D;
                2'b10: Q2 <= D;
                2'b11: Q3 <= D;
            endcase
        end else begin
            Q0 <= Q0;
            Q1 <= Q1;
            Q2 <= Q2;
            Q3 <= Q3;
        end
    end
    buffif1 t1_0(.y(K1[0]), .a(Q1[0]), .en(Q0[0]));
    buffif1 t1_1(.y(K1[1]), .a(Q1[1]), .en(Q0[0]));
    buffif1 t1_2(.y(K1[2]), .a(Q1[2]), .en(Q0[0]));
    buffif1 t1_3(.y(K1[3]), .a(Q1[3]), .en(Q0[0]));
    buffif1 t1_4(.y(K1[4]), .a(Q1[4]), .en(Q0[0]));
    buffif1 t1_5(.y(K1[5]), .a(Q1[5]), .en(Q0[0]));
    buffif1 t1_6(.y(K1[6]), .a(Q1[6]), .en(Q0[0]));
    buffif1 t1_7(.y(K1[7]), .a(Q1[7]), .en(Q0[0]));
    buffif1 t2_0(.y(K2[0]), .a(Q2[0]), .en(Q0[1]));
    buffif1 t2_1(.y(K2[1]), .a(Q2[1]), .en(Q0[1]));
    buffif1 t2_2(.y(K2[2]), .a(Q2[2]), .en(Q0[1]));
    buffif1 t2_3(.y(K2[3]), .a(Q2[3]), .en(Q0[1]));
    buffif1 t2_4(.y(K2[4]), .a(Q2[4]), .en(Q0[1]));
    buffif1 t2_5(.y(K2[5]), .a(Q2[5]), .en(Q0[1]));
    buffif1 t2_6(.y(K2[6]), .a(Q2[6]), .en(Q0[1]));
    buffif1 t2_7(.y(K2[7]), .a(Q2[7]), .en(Q0[1]));
    assign B0 = Q0;  
    assign B1 = K1;  
    assign B2 = K2;  
    assign B3 = Q3;  
    always @(posedge clk) begin
        choicetema <= cha;
        choicetemb <= chb;
    end
    always @(choicetema or Q3 or K2 or K1 or Q0) begin
        case (choicetema)
            2'b00: Da <= Q0;
            2'b01: Da <= K1;
            2'b10: Da <= K2;
            2'b11: Da <= Q3;
        endcase
    end
    always @(choicetemb or Q3 or K2 or K1 or Q0) begin
        case (choicetemb)
            2'b00: Db <= Q0;
            2'b01: Db <= K1;
            2'b10: Db <= K2;
            2'b11: Db <= Q3;
        endcase
    end
endmodule
module buffif1 (
    y,
    a,
    en
);
    output reg y;
    input wire a;
    input wire en;
    always @(*) begin
        if (en) begin
            y = a;
        end else begin
            y = 1'bz;
        end
    end
endmodule
```
`run.sh`:
```
#!/bin/bash
# OpenROAD 26Q1-2900-gdf79404cd8, Yosys 0.63+post, stock flow scripts
make -C /OpenROAD-flow-scripts/flow DESIGN_CONFIG=/design/flow/config.mk WORK_HOME=/design/flow/orfs finish
```
==> notes.md <==
yosys + openroad results -> biggest area cells=edfxtp_1 (64%), mux4_2 (24%), dfxtp_1 (5.4%), buf_6 (3.0%), and3b_1 (1.2%), yosys stat chip area=1490 sq um, area leader, netlist=edfxtp_1, Registers, synthesis=36, stop err=ERROR: Found 16 problems in 'check -assert'., Exit stage=1_2_yosys, Yosys warning count=3, Unique cell types=8, yosys cell count=62, Synth top area share=64.4%, status=aborted with a tool error, Post-synth seq share=69.7%
-- synthesized netlist by cell type (all sizes together) --
library cell / count
edfxtp: 32
mux4: 16
buf: 6
dfxtp: 4
and3b: 2
and3: 1
nor3b: 1
-- cells by family after synthesis --
logic type             Yosys count  synth area share, %
AND/OR/NAND/NOR                  4                 2.10
flip-flops                      36                 69.7
multiplexers                    16                 24.1
buffers and inverters            6                 4.02
