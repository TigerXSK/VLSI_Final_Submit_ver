`./run.sh`:
```
#!/bin/bash
# OpenROAD 26Q1-2900-gdf79404cd8, Yosys 0.63+post, stock flow scripts
make -C /OpenROAD-flow-scripts/flow DESIGN_CONFIG=/design/flow/config.mk WORK_HOME=/design/flow/orfs finish
```
`./config.mk`:
```
export PLATFORM = sky130hd
export DESIGN_NAME = stk_v1
export DESIGN_NICKNAME = stk_v1
export VERILOG_FILES = /design/flow/design.v
export SDC_FILE = /design/flow/constraint.sdc
export NUM_CORES = 4
export LEC_CHECK = 1
export CORE_UTILIZATION = 50
```
`./constraint.sdc`:
```
current_design stk_v1

set clk_period 2.1
set clk_io_pct 0.2

create_clock -name clk0 -period $clk_period [get_ports {Clk}]

set non_clock_inputs [all_inputs -no_clocks]
set_input_delay [expr $clk_period * $clk_io_pct] -clock clk0 $non_clock_inputs
set_output_delay [expr $clk_period * $clk_io_pct] -clock clk0 [all_outputs]
```
`./design.v`:
```
module stk_v1 (pcx, Clk, push, sp, stko);
input [11:0] pcx;
input Clk, push;
input [1:0] sp;
output [11:0] stko;
reg [11:0] Q0, Q1, Q2, Q3;
reg [11:0] stko;
always @(posedge Clk) begin
    if (push) begin
        case (sp)
            2'b00: Q0 <= pcx;
            2'b01: Q1 <= pcx;
            2'b10: Q2 <= pcx;
            2'b11: Q3 <= pcx;
        endcase
    end
    case (sp)
        2'b00: stko <= Q0;
        2'b01: stko <= Q1;
        2'b10: stko <= Q2;
        2'b11: stko <= Q3;
    endcase
end
endmodule
```
==> impl_metrics.yaml <==
# physical design summary
setup_path:
  start_kind: "input pin"
  required_ns: 2.09
  endpoint_kind: "register"
  critical_path_arrival_ns: 1.55
  path_class: "input pin to register"
  cp_max_fo: 12
floorplanning:
  die_w_um: 66.0
  rows: 22
  initCoreUtil: 0.540
  core_sq_mm: 0.00380
  die_h_um: 66.0
  ios: 28
  die_area_sq_mm: 0.00436
layout:
  area_growth_pct: 24.4
  fillers: 256
  drive_above_1_share: 0.222
  regArea_sq_mm: 0.00168
  logic_area_sq_um: 333
power_and_ir_drop:
  powerDensity_mw_per_mm2: 909
  p_leak_nw: 0.884
  ir_drop_mv: 0.572
routing:
  first_pass_iters: 3
  drc_errors: 0
  ant_nets: 0
  wirelength_um: 2880
  drt_iter0_drc: 40
  vias_per_cell: 5.16
  vias: 897
  diodes: 0
  avgRoutedWirePerCell_um: 16.6
place:
  place_congestion: 0.767
  dp_hpwl_um: 1820
  io_buffers: 27
worst_hold_path:
  min_path_type: "register to register"
synthesis:
  top_cell_area_share: 0.703
  avgSynthCellArea_sq_um: 25.6
  numSynthFlops: 60
  xor_area_frac: 0
  synth_area_sq_mm: 0.00205
  top_area_cell: "edfxtp_1"
  logic_family: "multiplexers"
  yosysSeqAreaShare: 0.821
  ys_cells: 80
  simple_gate_share: 0.0171
  yosys_area_sq_mm: 0.00205
  synthAoiAreaFrac: 0
  ys_sh_adder: 0
  area_leaders: "edfxtp_1, dfxtp_1, mux4_1"
  synth_cells: 80
  synth_cell_types: 11
  ys_sh_mux: 0.143
  ys_warn_count: 1
cts:
  cts-root-buf: "clkbuf_8"
  clk_pin_slew_ns: 0.05
  clk_latency_ns: 0.32
  clock_sinks: 60
  max-clock-path-buffers: 2
  numCtsBuffers: 9
  cts_tree: "built"
  htree_levels: 3
  cts_setup_buffers: 0
  cts-resized-gates: 0
  cts_hold_buf: 0
final_timing:
  period_used_share: 0.745
  fin_crit_ns: 1.56
  worst_slew_pin_slew_ns: 0.352
  fmax_mhz: 639
  setup_violations: 0
  clock_skew_ns: 0.00605
  rsz0062_at_grt: "no"
  finalMaxSlewViolations: 0
  fin_tns_setup_ns: 0
  worst_slew_margin_rel: 0.765
  holdWs_ns: 0.539
  hold_viol: 0
flow_run:
  warning_count: 26
  drv_cap: 0
grt:
  grt_pass1_vias: 985
  grt_max_degree: 13
  antenna_found_initial: 0
  gr-total-overflow: 0
  track_usage: 0.178
  grt_pass1_wl_um: 4810
outcome:
  status: "finished clean"
layout by cell type (no fill, tap or decap), drive strengths merged:
master         netlist  final
edfxtp              48     48
clkdlybuf4s50        0     27
clkbuf               1     13
dfxtp               12     12
mux4                12     12
buf                  3      7
clkinv               0      3
and3b                2      2
nor3b                1      1
and3                 1      1
through the flow:
step                instances  power [mW]   util  worst slack [ns]  area (sq um)
floorplan                  80        1.45      -             0.397          2050
detailed placement        158        1.55  0.631             0.196          2400
global route              174        2.43  0.671             0.494          2550
finish                    174        2.32  0.671             0.535          2550
CTS                       174        2.35  0.671             0.536          2550
global placement          158        1.55  0.631             0.218          2400
registers in the layout, summed over array words and instances, names as in the netlist:
register	flops
Q2	12
Q1	12
Q0	12
stko	12
Q3	12
cells by family after synthesis:
| family | Yosys count |
|---|---|
| buffers and inverters | 4 |
| muxes | 12 |
| and+or+nand+nor | 4 |
| DFF | 60 |
metal layers:
layer	up-vias	global-route usage	wire, um	share of wire
li1	416	-	-	-
met1	429	0.290	1200	0.42
met2	46	0.235	1320	0.46
met3	6	0.114	319	0.11
met4	0	0.0372	43	0.015
met5	-	0	0	0
worst paths after layout:
| check | startpoint | endpoint | slack [ns] | cells after the start |
|---|---|---|---|---|
| min reg2reg | Q0[8] | stko[8] | 0.54 | 1 |
| max | sp[0] | Q2[3] | 0.54 | 3 |
| max reg2reg | Q1[1] | stko[1] | 1.08 | 1 |
| min | Q0[8] | stko[8] | 0.54 | 1 |
power breakdown:
group | leakage (nW) | internal (mW) | total [mW] | switching (mW)
logic | 0.263 | 0.102 | 0.150 | 0.0484
clock network | 0.0788 | 0.421 | 0.796 | 0.376
registers | 0.542 | 1.36 | 1.37 | 0.0144
worst max-delay path, cell delays in order:
cell	delay, ns
clkdlybuf4s50_1	0.49
buf_4	0.20
and3b_2	0.44
layout make-up:
class,instances,share of cell area
repair buffers,34,0.127
clock inverters,3,0.00540
clock buffers,13,0.0545
flip-flops and latches,60,0.659
well taps,48,0.0236
multi-input cells,16,0.131
cell usage after synthesis:
cell / n
edfxtp_1: 48
dfxtp_1: 12
mux4_1: 6
mux4_2: 6
and3b_2: 2
and3_2: 1
buf_12: 1
buf_2: 1
buf_6: 1
clkbuf_1: 1
nor3b_1: 1
Power is estimated from default activity; no workload was simulated.
